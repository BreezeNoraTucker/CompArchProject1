$ cat design/flow/design.v
module SHFTR (input [19:0] data, input [4:0] amount, output reg [19:0] result);
    always @* begin
        if (amount < 20)
            result = data >> amount;
        else
            result = 0;
    end
endmodule
module SHFTL (input [19:0] data, input [4:0] amount, output reg [19:0] result);
    always @* begin
        if (amount < 20)
            result = data << amount;
        else
            result = 0;
    end
endmodule
module ROTR (input [19:0] data, input [4:0] amount, output reg [19:0] result);
    always @* begin
        if (amount < 20)
            result = {data[(19-amount+1):0], data[19:(20-amount)]};
        else
            result = 0;
    end
endmodule
module ROTL (input [19:0] data, input [4:0] amount, output reg [19:0] result);
    always @* begin
        if (amount < 20)
            result = {data[amount-1:0], data[19:(amount)]};
        else
            result = 0;
    end
endmodule
module SWAP (input [19:0] data1, input [19:0] data2, output reg [19:0] result1, output reg [19:0] result2);
    always @* begin
        if (data1 !== data2) begin
            result1 = data2;
            result2 = data1;
        end
    end
endmodule
$ cat design/flow/run.sh
#!/bin/bash
# OpenROAD 26Q1-2900-gdf79404cd8, Yosys 0.63+post, stock flow scripts
make -C /OpenROAD-flow-scripts/flow DESIGN_CONFIG=/design/flow/config.mk WORK_HOME=/design/flow/orfs finish
$ cat design/flow/config.mk
export PLATFORM = sky130hd
export DESIGN_NAME = SHFTL
export DESIGN_NICKNAME = SHFTL
export VERILOG_FILES = /design/flow/design.v
export SDC_FILE = /design/flow/constraint.sdc
export NUM_CORES = 4
export LEC_CHECK = 1
export CORE_AREA = 10 10 80 80
export DIE_AREA = 0 0 90 90
$ cat design/flow/constraint.sdc
current_design SHFTL

set clk_period 1.9
set clk_io_pct 0.2

create_clock -name clk0 -period $clk_period

set non_clock_inputs [all_inputs -no_clocks]
set_input_delay [expr $clk_period * $clk_io_pct] -clock clk0 $non_clock_inputs
set_output_delay [expr $clk_period * $clk_io_pct] -clock clk0 [all_outputs]
==> metrics.csv <==
metric;value;unit
setup_violations;16;
first_iter_violations;72;
hold_ws;1.20;ns
post-route-worst-setup-slack;-0.398;ns
io_buffers;45;
drv_cap;0;
powerDensity;257;mW/mm²
min_path_cells;4;
vias_per_cell;4.89;
clock.fmax;435;MHz
rsz0062_at_grt;true;
post-route-period-util;1.21;
path_class;primary input to primary output;
period_minus_slack;2.30;ns
worstMarginPinSlew;0.294;ns
antenna_found_initial;0;
tns;-3.78;ns
synth-cells-yosys;112;
whs_endpoint;result[0];
diodes;0;
synth_area_per_cell;9.40;µm²
final_hold_viol_count;0;
dr.pass1.iters;5;
final_max_slew_viol_count;0;
power_leakage;0.972;nW
holdCritPathClass;primary input to primary output;
crit_path_max_incr_delay;0.47;ns
arrival;1.92;ns
peakVddDrop;0.0972;mV
coreArea;0.00472;mm²
num_rows;25;
syn_inst;112;
placed_cell_area;0.00176;mm²
cp_top_family;multiplexers;
hold_start;data[0];
grt_pass1_vias;1333;
yosysSeqAreaShare;0;
drive_gt1_frac;0.696;
slew_headroom;0.804;
nFillCells;430;
wl_per_cell;15.6;µm
die_w;90;µm
synth_cell_type_count;32;
routed_wl;4260;µm
cpMostUsedCell;buf_12;
timing.critical_path.buf_inv;4;
die_area;0.00810;mm²
design_area;0.00216;mm²
seqCellArea;0;µm²
warning_count;35;
post-dp-hpwl;3070;µm
violations;setup timing;
grt_usage;0.0957;
drc_errors;0;
status;finished with violations;
nClkBuffers;0;
place_ws;-1.15;ns
worstSetupStartpointType;primary input;
ios;45;
critPathMaxFanout;5;
place_congestion;0.871;
grt_overflow;0;
syn_to_final_growth;106;%
yosys_area;0.00105;mm²
grt_start_max_net_pins;25;
totalPowerFinal;0.000557;W
ant_nets;0;
postCtsHoldBufs;0;
worstSetupEndpointType;primary output;
yosys_warnings;1;
synthesis.area;0.00105;mm²
grt_pass1_wl;6610;µm
vias;1341;
initCoreUtil;0.223;
die_y;90;µm
critPathRequiredTime;1.52;ns
worstPathCellList;buf_12 > buf_12 > buf_6 > mux2_4 > mux4_2 > mux2i_1 > o22ai_1 > buf_2;
ff_count;0;
slowest_stage;mux4_2;
## report_power, final
group	total (W)	switching [W]	internal [W]
clock network	0	0	0
logic	0.000557	0.000217	0.000340
registers	0	0	0
total	0.000557	0.000217	0.000340
## layout by cell type (no fill, tap or decap), types with 2 or more instances in the layout
| cell type | count |
|---|---|
| a211oi_2 | 4 |
| a311oi_2 | 2 |
| buf_12 | 5 |
| buf_16 | 2 |
| buf_2 | 17 |
| buf_4 | 39 |
| buf_6 | 16 |
| clkbuf_2 | 3 |
| clkdlybuf4s15_2 | 11 |
| dlygate4sd2_1 | 11 |
| mux2_4 | 8 |
| mux2i_1 | 14 |
| mux2i_2 | 4 |
| mux4_2 | 14 |
| nand2_1 | 5 |
| nand2b_1 | 4 |
| nand3b_1 | 3 |
| nor2_1 | 9 |
| nor2_2 | 3 |
| nor2_4 | 4 |
| nor2b_1 | 2 |
| o21ai_1 | 4 |
| o22ai_1 | 4 |
| or2_4 | 2 |
## per-layer routing
layer / track usage / vias up / share of wire
met5: 0 / - / 0
met4: 0.00663 / 0 / 0.0073
met3: 0.0201 / 2 / 0.065
met2: 0.156 / 54 / 0.46
met1: 0.133 / 653 / 0.47
li1: - / 632 / -
## synth_stat cells, types with 2 or more instances
library cell	count	share of area
mux2i_1	19	0.18
nor2_1	16	0.057
mux4_1	8	0.20
mux2_2	6	0.064
mux4_2	6	0.13
nand2_1	5	0.018
nand2b_1	5	0.030
a211oi_1	4	0.029
clkbuf_1	4	0.014
o22ai_1	4	0.024
buf_2	3	0.014
nand3b_1	3	0.021
o21ai_0	3	0.014
or2_2	3	0.018
a311oi_1	2	0.017
buf_1	2	0.0071
mux2_4	2	0.029
nand3_1	2	0.0095
nor2b_1	2	0.012
## logic make-up (layout without fill, tap and decap cells)
group	count (synthesis)	in the layout	synth area share
buffers and inverters	13	108	0.0820
muxes	42	42	0.612
and+or+nand+nor	39	39	0.187
AOI/OAI and AO/OA	18	18	0.119
## final cells by class
cell class / count / area, µm² / area share
multi-input combinational: 99 / 1090 / 0.505
timing repair buffer: 107 / 983 / 0.455
tap: 67 / 83.8 / 0.0388
inverter: 1 / 3.75 / 0.00174
## tightest hold or removal path, stage by stage
cell and delay [ns]:
buf_2 0.12, or4b_4 0.21, nor2_2 0.03, clkbuf_2 0.08
## what timing repair did
item,4_1_cts,5_1_grt
gates resized,167,20
pin swaps,24,14
setup endpoints to repair,20,19
setup buffers,25,10
gates cloned,2,0
## stage by stage
| stage | util | instances |
|---|---|---|
| after global routing | 0.458 | 274 |
| after global placement | 0.372 | 240 |
| after floorplan | - | 112 |
| final | 0.458 | 274 |
| after detailed placement | 0.372 | 240 |
| after CTS | 0.438 | 267 |
## worst max path at each step
stage | from | end | slack [ns] | cells after the start
5_1_grt | amount[0] | result[18] | -0.44 | 8
6_report | amount[0] | result[18] | -0.40 | 8
4_1_cts | amount[0] | result[18] | -0.39 | 8
